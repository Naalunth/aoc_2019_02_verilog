`/design/flow/design.v`:
```
`timescale 1us/1ns
module memory(
    data_out,
    address,
    data_in, 
    write_enable,
    clk
);
    parameter AddressSize = 8;
    parameter WordSize = 64;
    output logic [WordSize-1:0] data_out;
    input logic [WordSize-1:0] data_in;
    input logic [AddressSize-1:0] address;
    input logic write_enable;
    input logic clk;
    bit [WordSize-1:0] memory [1 << AddressSize];
    always @(negedge clk) begin
        if (write_enable) begin
            memory[address] <= data_in;
        end
        data_out <= memory[address];
    end
    bit [63:0] dump_mem_0;
    assign dump_mem_0 = memory[0];
    initial begin
        $dumpvars(0, dump_mem_0);
    end
endmodule
```
`/design/flow/constraint.sdc`:
```
current_design memory

set clk_period 122.8
set clk_io_pct 0.2

create_clock -name clk0 -period $clk_period [get_ports {clk}]

set non_clock_inputs [all_inputs -no_clocks]
set_input_delay [expr $clk_period * $clk_io_pct] -clock clk0 $non_clock_inputs
set_output_delay [expr $clk_period * $clk_io_pct] -clock clk0 [all_outputs]
```
`/design/flow/config.mk`:
```
export PLATFORM = sky130hd
export DESIGN_NAME = memory
export DESIGN_NICKNAME = memory
export VERILOG_FILES = /design/flow/design.v
export SDC_FILE = /design/flow/constraint.sdc
export NUM_CORES = 4
export LEC_CHECK = 1
export CORE_UTILIZATION = 40
export SYNTH_MEMORY_MAX_BITS = 65536
```
`/design/flow/run.sh`:
```
#!/bin/bash
# OpenROAD 26Q1-2900-gdf79404cd8, Yosys 0.63+post, stock flow scripts
make -C /OpenROAD-flow-scripts/flow DESIGN_CONFIG=/design/flow/config.mk WORK_HOME=/design/flow/orfs finish
```
==> run notes <==
Physical implementation status

Per the detailed-route log, wirelength across all metal layers totals 1,960,000 microns. The post-synthesis sequential area ratio stands at 0.800. The biggest area contributor in the post-synthesis netlist is sky130_fd_sc_hd__edfxtp_1. The relative max-transition margin stands at 0.0221. Post-CTS timing repair inserted 0 buffers for setup. The clock latency on the worst-skew pair stands at 1.40 ns.

The layout has 117,000 filler cells. At the pin with the least slew margin, the transition time is 1.45 ns. The area of the mapped netlist stands at 617,000 sq um. Relative to the synthesized area, the layout overhead comes to 26.2%. The worst setup path is launched from an input port. After its last routability iteration, the placer logged a weighted congestion of 0.871. The share of the synthesized area in the top cell type stands at 0.798.

The post-cts resize count stands at 0. The synthesized netlist handed to floorplanning was reported with a cell count of 25,800. For reference, the top cells by area after synthesis are sky130_fd_sc_hd__edfxtp_1, sky130_fd_sc_hd__mux4_2, sky130_fd_sc_hd__a22oi_1. The number of antenna violations at the first check in global routing is 149. The tally of OpenROAD warnings stands at 1,044. The depth of the worst register-to-register path stands at 6. The iteration count recorded for the first detailed-route pass is 6. TritonCTS built the clock tree. Registers take 493,000 sq um. The max-slew violation count stands at 0. The overall routing resource usage stands at 0.282. The post-route antenna net violation count stands at 0. Max fanout on the critical path was recorded as 104. The area used by multi-input combinational logic stands at 122,000 sq um.

The synthesized netlist was found by Yosys to have 25,800 cells. In this run the standard cell core region covers 1,540,000 sq um. Post-synthesis, Yosys gives the total cell area as 617,000 sq um. The chip area stands at 1,550,000 sq um. Per the synthesis report, the XOR/XNOR share of the synthesized area is 0. The number of levels the H-tree was split into stands at 7. After routing, the total negative slack on setup checks comes to 0 ns. The report counts max-capacitance violations totalling 0. The number of library cell types mapped by synthesis stands at 23. The routed wirelength normalized by instance count stands at 29.6 microns. During placement, the flow inserted port buffers numbering 137.

The count of state elements after synthesis stands at 16,400. The share of the core area taken by cells at floorplan is 0.401. The adder and majority cell fraction of the synthesized area stands at 0. Of the cells placed in the final design, the portion with a size suffix greater than 1 is 0.201.

STA puts the critical path data required time at 62.58 ns. Per the detailed placement report, the placed cell area equals 656,000 sq um. After detailed routing, the number of remaining DRC violations is 0. After the flow finishes, the layout carries non-filler instances totaling 66,400.

Counting instances, the worst hold path has a depth of 5. The summed area of non-filler cells in the final layout stands at 778,000 sq um. For this block, the initial DRC count from the detailed router was 24,400.

The first global-routing pass estimated 2,740,000 microns of wire. The final worst clock skew stands at 0.114 ns. The last timing report of the flow puts the setup violation total at 0. VDD sags by at most 0.0152 mV. A synthesized cell averages 23.9 sq um.

The number of global-route vias before repair stands at 417,000. The routed layout has 353,000 vias. The tree built by TritonCTS fans out to 16,400 sinks. In this run the vertical extent of the chip is 1240 microns. The critical path is of the in -> reg type. The worst setup path is captured at a flop.

The tightest hold path in the finished design has a slack of 0.920 ns. Entering global routing, the biggest net connects 113 pins. The arrival time of data at the worst endpoint is listed as 33.56 ns. Note, the detailed placer reported a final HPWL of 1,120,000 microns. In this run the clock root is driven by a sky130_fd_sc_hd__clkbuf_16.

Hold-check failures listed in the final report amount to 0. The cell count after placement stands at 46,500. The worst register-to-register path begins at memory[123][27]$_DFFE_NP_. According to the hold report, the worst path is of the reg -> reg type. The cell row count stands at 455. The synthesis report lists the Yosys warning total as 2. Per the OpenROAD floorplan log, the width of the die is 1240 microns.

Setup repair after global routing left no endpoint under its margin. The cell-mix breakdown from Yosys lists the simple-gate area share as 0.00277. The run finished with clean final reports. The total of hold buffers inserted after clock tree synthesis stands at 0. In the synthesized netlist, the dominant kind of combinational cell is multiplexers. The clock passes through at most 6 buffers. STA lists the startpoint of the worst hold path as memory[64][53]$_DFFE_NP_. Total power normalized to cell area comes to 18.4 nW/um^2.

The launch point of the critical path was reported as address[1]. For this design the top-level I/O count stands at 138. The compound-gate portion of the synthesized area stands at 0.0369. For reference, the clock transition at the flip-flops on the worst setup and hold paths is 0.04 ns. The static leakage stands at 308 nW.

TritonCTS created 1,769 clock buffers. Per the GRT congestion report, total overflow comes to 0. After synthesis, the share of cell area in mux cells is 0.150.

The via density per instance stands at 5.32.
-- Yosys cell counts (all sizes together) --
cell type / n
nor2: 232
nor2b: 7
nand2b: 6
a22oi: 2048
nand2: 28
buf: 606
dfxtp: 64
or2: 2
nand3: 13
mux4: 4096
o41ai: 256
a21oi: 1024
edfxtp: 16400
or3: 1
inv: 2
and2: 3
nor3: 30
clkbuf: 944
nand4: 64
-- area by class of cell --
| cell class | instances | area share |
|---|---|---|
| flip-flops and latches | 16400 | 0.634 |
| multi-input cells | 7810 | 0.156 |
| clock inverters | 17800 | 0.0983 |
| clock buffers | 1795 | 0.0577 |
| well taps | 20300 | 0.0327 |
| repair buffers | 1929 | 0.0204 |
| diodes | 260 | 0.000836 |
| inverters | 1 | 0.00000482 |
-- kinds of logic after synthesis --
kind of cell | count (synthesis)
AND-OR/OR-AND | 3328
buffers and inverters | 1552
flip-flops | 16400
multiplexers | 4096
AND/OR/NAND/NOR | 386
-- critical path: stages --
cell and delay [ns]:
sky130_fd_sc_hd__buf_16 0.29, sky130_fd_sc_hd__buf_12 0.65, sky130_fd_sc_hd__buf_4 0.59, sky130_fd_sc_hd__buf_4 0.63, sky130_fd_sc_hd__buf_4 0.70, sky130_fd_sc_hd__buf_4 0.61
sky130_fd_sc_hd__buf_4 0.62, sky130_fd_sc_hd__buf_4 0.65, sky130_fd_sc_hd__buf_4 0.67, sky130_fd_sc_hd__buf_4 0.72, sky130_fd_sc_hd__mux4_2 0.42, sky130_fd_sc_hd__a22oi_1 0.28
sky130_fd_sc_hd__a21oi_1 0.14, sky130_fd_sc_hd__o41ai_2 1.22, sky130_fd_sc_hd__buf_4 0.28, sky130_fd_sc_hd__nand4_1 0.10
-- per-stage QoR --
stage | setup slack [ns] | util | total power, W
after floorplan | 30.60 | - | 0.00736
after global placement | 27.41 | 0.427 | 0.00765
after detailed placement | 27.56 | 0.427 | 0.00766
after CTS | 28.97 | 0.506 | 0.0145
after global routing | 28.33 | 0.507 | 0.0152
final | 29.02 | 0.507 | 0.0143
-- registers in the layout (all words and copies together) (netlist names) --
| name | cells |
|---|---|
| data_out | 64 |
| memory | 16384 |
-- power breakdown --
group / leakage (nW) / internal [W] / switching (W)
Clock: 117 / 0.00403 / 0.00347
Combinational: 43.4 / 0.000181 / 0.000369
Sequential: 148 / 0.00624 / 0.0000135
Total: 308 / 0.0104 / 0.00386
-- placed cells by master (no fill, tap or decap), drive strengths merged, types with 34 or more instances in the layout --
master         Yosys  layout
o41ai            256     256
clkinv             0      34
mux4            4096    4096
nand4             64      64
clkdlybuf4s50      0      71
nor2             232     232
bufinv             0     323
buf              606    1857
diode              0     260
inv                2   17000
dfxtp             64      64
clkinvlp           0     445
edfxtp         16400   16400
a22oi           2048    2048
a21oi           1024    1024
clkbuf           944    1796
-- per-layer routing --
layer,GRT usage,wire (microns),vias up
met3,0.315,450000,4027
met5,0.0684,13300,-
met4,0.152,97800,288
li1,-,-,150000
met1,0.240,516000,171000
met2,0.369,887000,28000
-- worst paths after layout --
check / slack [ns] / endpoint
min reg2reg: 0.92 / data_out[53]$_DFF_N_
max reg2reg: 119.60 / data_out[27]$_DFF_N_
min: 0.92 / data_out[53]$_DFF_N_
max: 29.02 / data_out[51]$_DFF_N_
Power and IR drop assume default switching activity.
